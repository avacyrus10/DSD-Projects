<file path="/design/flow/config.mk">
export PLATFORM = sky130hd
export DESIGN_NAME = incubator
export DESIGN_NICKNAME = incubator
export VERILOG_FILES = /design/flow/design.v
export SDC_FILE = /design/flow/constraint.sdc
export NUM_CORES = 4
export LEC_CHECK = 1
export CORE_AREA = 10 10 70 70
export DIE_AREA = 0 0 80 80
</file>
<file path="/design/flow/run.sh">
#!/bin/bash
# OpenROAD 26Q1-2900-gdf79404cd8, Yosys 0.63+post, stock flow scripts
make -C /OpenROAD-flow-scripts/flow DESIGN_CONFIG=/design/flow/config.mk WORK_HOME=/design/flow/orfs finish
</file>
<file path="/design/flow/constraint.sdc">
current_design incubator

set clk_period 3.1
set clk_io_pct 0.2

create_clock -name clk0 -period $clk_period [get_ports {clk}]

set non_clock_inputs [all_inputs -no_clocks]
set_input_delay [expr $clk_period * $clk_io_pct] -clock clk0 $non_clock_inputs
set_output_delay [expr $clk_period * $clk_io_pct] -clock clk0 [all_outputs]
</file>
<file path="/design/flow/design.v">
module incubator(sensor,heater,cooler,fan,clk,rst);
input signed [7:0] sensor;
output reg heater,cooler;
output reg [3:0] fan;
input clk,rst;
reg [2:0] ps,ns;
parameter s1=0,s2=1,s3=2,s1_2=3,s2_2=4,s3_2=5,out=6;
initial
begin
ps = s1;
ns = s1;
heater = 0;
cooler = 0;
fan = 0;
end
always@(sensor or ps or rst)
begin
if(rst==1)
begin
ns <= s1;
end
else begin
        case(ps)
                s1: if(sensor<15)
                        begin
                        ns<=s3;
                        end
                    else if(sensor > 35)
						ns<=s2;
                    else ns <= s1;
                s2: if(sensor<25)
                        ns<=s1; 
                     else 
						ns <= out;
                s3: if(sensor>30) ns<=s1;
                    else ns <= s3;
                s1_2: if(sensor>40)
                      begin
						ns<=s2_2;
                      end
                      else if(sensor < 25)
                      begin
							ns <= out;
                      end
                      else ns <= s1_2;
                s2_2: if(sensor > 45)
                        begin
                        ns<=s3_2;
                        end
                        else if(sensor < 35)
                        begin
							ns <= s1_2;
                        end
                        else ns <= s2_2;
                s3_2: if(sensor<40)
                        begin
                        ns<=s2_2;
                        end
                        else ns <= s3_2;
                out: if(sensor>35)
                        begin
                        ns<=s1_2;
                        end
                        else
                            begin
                               ns <= s1;
                            end                                                       
                default: ns<=s1;
                endcase
                end                                     
end
always@(ps)
begin
	case(ps)
					s1:
                    begin
                       heater <=0;
                       cooler <=0;
                       fan <= 0;
                    end
                    s2:
                    begin
                       heater <=0;
                       cooler <=1;
                       fan <= 0;
                    end
                    s3:
                    begin
                       heater <=1;
                       cooler <=0;
                       fan <= 0;
                    end
                    s1_2:
                    begin
						heater <=0;
						cooler <=1;
						fan <= 4;
                    end
                    s2_2:
                    begin
                       heater <=0;
                       cooler <=1;
                       fan <= 6;
                    end
                    s3_2:
                    begin
						heater <=0;
						cooler <=1;
						fan <= 8;
                    end
                    out:
                    begin
                       heater <=0;
                       cooler <=1;
                       fan <= 0;
                    end                                                                                
                    default:
                    begin  
                     heater <=0;
                     cooler <=0;
                     fan <= 0;
                    end
                    endcase
end
always@(posedge clk )
begin
	ps = ns;
end
endmodule               
</file>
==> notes.md <==
Flow results are below.

- Entering global routing, the biggest net connects 12 pins.
- The number of buffers created by CTS is 3, for reference.
- For reference, the post-synthesis area per instance comes to 6.92 um^2.
- The maximum fanout along the worst path is 11, for reference.
- The post-synthesis instance area is 470 um^2, for reference.
- The primary flip-flop cell chosen by synthesis mapping is dfxtp_1, for reference.
- The number of synthesized flops with an enable pin is 0, for reference.
- The number of antenna violations at the first check in global routing is 0, for reference.
- The run finished with clean final reports.
- The worst setup skew after layout is 0.726 ps, for reference.
- The placement summary gives the final routability congestion estimate as 0.875.
- Warnings reported by Yosys during synthesis add up to 1.
- The worst hold endpoint is ps[1], for reference.
- The maximum frequency from static timing analysis is 458 MHz, for reference.
- The final non-filler cell area is 664 um^2, for reference.
- The detail-routed net length per standard cell is 10.6 um, for reference.
- The tally of OpenROAD warnings is 25, for reference.
- After layout, the worst path uses 70.4% of the clock period.
- After clock tree synthesis, the flow added hold-fix buffers numbering 0.
- The launch point of the worst min-delay path is recorded as ps[1].
- The total detailed-routing wirelength is 1.34 mm, for reference.
- The max-slew violation total from the final report is 0, for reference.
- In this run the remaining antenna-violating nets after routing total 0.
- Power spread over the standard cell area amounts to 308 nW/um^2.
- The maximum VDD drop is 0.0625 mV, for reference.
- The type of the tightest min-delay check is reg -> reg, for reference.
- Relative to the synthesized area, the layout overhead comes to 41.2%.
- Clock tree synthesis selected as its root buffer the cell clkbuf_4.
- During I/O placement, the number of pins put on the boundary was 16.
- The via count of the first global-routing pass is 532, for reference.
- The number of vias per cell after detailed routing is 4.29, for reference.
- Per the post-CTS timing run, clock transition at the registers of the reported paths is 40 ps.
- The biggest area contributor in the post-synthesis netlist is dfxtp_1.
- The worst setup path category is reg -> out, for reference.
- The layout summary lists the proportion of cells stronger than drive strength 1 as 8.75%.
- According to the CTS report, the clock sink count is 3.
- The worst setup path is captured at an output port.
- The final critical path time including I/O delays and setup is 2180 ps, for reference.
- The global-route wire length before repair is 2.30 mm, for reference.
- The total area inside the core boundary comes to 3420 um^2.
- The number of design rule violations left after detail routing is 0, for reference.
- The hold-critical path depth is 2, for reference.
- STA classifies the critical path startpoint as a register.
- The antenna cell count is 0, for reference.
- The number of gates given a new drive strength after cts is 0, for reference.
- Per the OpenROAD power report, switching power amounts to 0.0000675 W.
- The tightest hold margin is 679 ps, for reference.
- Sorting the synthesized cells by area gives the leading types as dfxtp_1, nor2_1, o21a_1, o31ai_4, mux2i_1.
- The overall routing resource usage is 4.21%, for reference.
- According to the floorplan report, the die height is 80 um.
- In the Yosys report, the sequential cells make up 12.8% of the chip area.
- The startpoint of the worst register-to-register path is ps[1], for reference.
- The fraction of power spent switching nets is 33.0%, for reference.
- The aggregate negative setup slack is 0 ps, for reference.
- The total of buffers placed on input and output ports is 14, for reference.
- The data required time reported for the critical path is 2480 ps.
- The final timing report gives a worst setup slack of 918 ps.
- Per the synthesis report, the number of distinct cell types is 35.
- The initial cell density of the core is 13.8%, for reference.
- The synthesis report gives the async set-or-reset register share as 0%.
- The final route contains 540 vias.
- The worst reg2reg path depth is 3, for reference.
- The last timing report of the flow puts the setup violation total at 0.
- The number of cell instances after yosys synthesis is 68, for reference.
- Summing all placed instances gives a cell area of 638 um^2.
- TritonCTS built the clock tree.
- The combinational cell fraction of total power is 37.8%, for reference.
- In the placement report, post-DP HPWL is listed as 1.08 mm.
- The fraction of post-synthesis cell area in the top cell type by area is 12.8%, for reference.
- In this run the critical register-to-register path is captured at ps[0].
- Setup repair after global routing left no endpoint under its margin.
- The count of standard-cell rows is 21, for reference.
- The number of violations of the max-capacitance limit is 0, for reference.
- Sorting the synthesized cells by how often they occur yields nor2_1, nand2_1, nor3_1.
- Yosys reports a chip area of 470 um^2.
- The number of optimization iterations in the first detailed-route pass is 4, for reference.
- The die is 80 um wide.
- The H-tree level count is 1, for reference.
- The static power due to leakage is 0.211 nW, for reference.
- The timing report gives the worst reg2reg path a setup slack of 1640 ps.
- The count of endpoints failing hold in the final timing report is 0, for reference.
- The post-synthesis register bit count is 3, for reference.
- In this run, the number of DRC markers left after iteration 0 of detailed routing was 23.
- Of the total power, registers draw 28.3%.
- The latest clock arrival within the worst-skew pair is 230 ps, for reference.
- The cell-internal power is 0.000137 W, for reference.
- Recorded from the global router log, the overflow total was 0.
- The power report attributes to the clock group a share of 33.9%.
- The number of standard cells after synthesis is 68, for reference.
- Data arrives at the worst endpoint at 1560 ps.
- The count of buffers added by post-CTS timing repair for setup is 0, for reference.
- The placement-stage worst setup slack is 859 ps, for reference.
- The flip-flop count of the largest register after layout is 3, for reference.
- CTS reports a maximum clock tree buffer depth of 2.
- The die area is 6400 um^2, for reference.
- The most frequently used cell type in the post-synthesis netlist is nor2_1, for reference.
## stage by stage
step	total power [W]	utilization [%]	std cells
final	0.000204	19.5	126
after global routing	0.000227	19.5	126
after CTS	0.000210	19.5	126
after detailed placement	0.000136	18.7	122
after global placement	0.000136	18.7	122
after floorplan	0.000100	-	68
## worst max-delay path, cell delays in order (launching register included)
cell	delay [ps]
dfxtp_1	510
nor3b_1	300
clkdlybuf4s50_1	520
## worst max-delay path by stage
| stage | depth (start not counted) | end | from |
|---|---|---|---|
| 4_1_cts | 2 | heater | ps[1] |
| 6_report | 2 | heater | ps[1] |
| 5_1_grt | 2 | heater | ps[1] |
## final cells by class
cell class                 count  area, um^2
tap                           46        57.6
timing repair buffer          14         140
multi-input combinational     56         369
sequential                     3        60.1
inverter                       3        11.3
clock buffer                   4        26.3
fill                         394        2750
## power groups by stage
stage / clock network, W / registers, W / logic (W)
4_1_cts: 0.0000738 / 0.0000577 / 0.0000784
5_1_grt: 0.0000804 / 0.0000600 / 0.0000869
6_report: 0.0000693 / 0.0000579 / 0.0000772
## cell usage in the layout (no fill, tap or decap), types with 3 or more instances in the layout
cell type and count:
clkbuf_4 3, clkdlybuf4s50_1 14, dfxtp_1 3, inv_1 3, nand2_1 5, nand2b_1 3, nor2_1 6, nor3_1 4
nor4_1 3, o21a_1 3
## routing by layer
layer	share of wire (%)	routed length, um	track usage, %	vias up
met2	41	545	5.54	19
met4	2.3	31	1.58	0
met3	6.0	80	1.25	2
met1	51	679	6.17	239
li1	-	-	-	280
met5	0	0	0	-
## kinds of logic (layout without fill, tap and decap cells)
group           after synthesis  in the layout  share of synthesized area (%)
simple gates                 34             34                           40.4
compound gates               19             19                           33.0
buf+inv                       9             21                           8.78
flops                         3              3                           12.8
mux                           2              2                           4.26
other cells                   1              1                          0.797
Power figures rest on the tool's default switching activity, not on a simulated workload.
