==> flow/design.v <==
module ALU(data_in, result_r,result_i,load,clk);
input [17:0] data_in;
input load,clk;
output reg signed [7:0] result_r,result_i;
 reg [1:0] opcode;
 reg [3:0] a,b,c,d;
 reg signed [7:0] a1,b1,c1,d1,r,i;
 reg flag;
parameter start=0,s0=1, s1=2, s2=3, s0_1=4, s0_2=5, s1_1=6, s1_2=7, s2_1=8, s2_2=9, s2_3=10, s2_4=11, finish=12, error=13;
 reg [3:0]ps=0;
always@(load)
begin
  opcode[1:0] = data_in[17:16];
  a <= data_in[15:12];
  b <= data_in[11:8];
  c <= data_in[7:4];
  d <= data_in[3:0];
end
always@(posedge clk )
  begin
    case(ps)
           s0:
                begin
                a1 = a;
                b1 = b;
                c1 = c;
                d1 = d;
                flag = 0;
                ps = s0_1;
                end
            s0_1:
                 begin
                 r = a1+c1;
                 ps = s0_2;
                 end
            s0_2:
                 begin
                 i = b1+d1;
                 ps = finish;
                 end
            s1:
                begin
                a1 = a;
                b1 = b;
                c1 = c;
                d1 = d;
                flag = 0;
                ps = s1_1;
                end
            s1_1:
                 begin
                 r = a1-c1;
                 if(flag==0) ps = s1_2;
                 else if(flag==1) ps = s2_3;
                 end
            s1_2:
                 begin
                 i = b1-d1;
                 ps = finish;
                 end
            s2:
               begin
               flag = 1;
               ps = s2_1;
               end
            s2_1:
                 begin
                 a1 = a*c;
                 ps = s2_2;
                 end
            s2_2:
                 begin
                 c1 = b*d;
                 ps = s1_1;
                 end
            s2_3:
                 begin
                 b1 = a*d;
                 ps = s2_4;
                 end
            s2_4:
                 begin
                 d1 = b*c;
                 ps = s0_2;
                 end
            start:
                    begin
                    if(opcode == 2'b00) ps = s0;
                    else if(opcode == 2'b01) ps = s1;
                    else if(opcode == 2'b10) ps = s2;
                    else ps = error;
                    end
            error:
                  begin
                  ps = start;
                  end
            finish:
                   begin
                   result_r = r;
                   result_i = i;
                   end
            default:
                    ps <= start;                                                                                     
    endcase
  end
endmodule
module ROM(addr, out,clk);
input  [4:0]addr;
input clk;
output [17:0] out;
reg [17:0] out;
reg [31:0] ROM[17:0];
always @(negedge clk)
begin
ROM[0]=18'b100011001000010100;  
ROM[1]=18'b010011001100010100;  
ROM[2]=18'b000011001100010101;  
out=ROM[addr];
end
endmodule
module run(load,clk,out_r,out_i);
input load,clk;
output reg[3:0] [7:0] out_r,out_i;   
 reg [3:0][17:0] din;   
    genvar i;
    generate
        for (i = 0 ; i < 3; i = i+1)    
            begin:Loop
            ROM rom1(.addr(i) , .out(din[i]), .clk(clk));
            ALU alu1(.data_in(din[i]), .result_r(out_r[i]), .result_i(out_i[i]), .load(load), .clk(clk));
            end
    endgenerate
endmodule
==> flow/run.sh <==
#!/bin/bash
# OpenROAD 26Q1-2900-gdf79404cd8, Yosys 0.63+post, stock flow scripts
make -C /OpenROAD-flow-scripts/flow DESIGN_CONFIG=/design/flow/config.mk WORK_HOME=/design/flow/orfs finish
==> flow/config.mk <==
export PLATFORM = sky130hd
export DESIGN_NAME = run
export DESIGN_NICKNAME = run
export VERILOG_FILES = /design/flow/design.v
export SDC_FILE = /design/flow/constraint.sdc
export NUM_CORES = 4
export LEC_CHECK = 1
export CORE_UTILIZATION = 50
==> flow/constraint.sdc <==
current_design run

set clk_period 3.9
set clk_io_pct 0.2

create_clock -name clk0 -period $clk_period [get_ports {clk}]

set non_clock_inputs [all_inputs -no_clocks]
set_input_delay [expr $clk_period * $clk_io_pct] -clock clk0 $non_clock_inputs
set_output_delay [expr $clk_period * $clk_io_pct] -clock clk0 [all_outputs]
==> run_results.csv <==
group,metric,value,unit
status,status,"finished, final reports clean",
sta,slew_headroom,60.07,%
flow_run,maxCapViolCount,0,
cts,cts_buffers,9,
synthesis,yosysSeqAreaShare,64.63,%
worst_setup_path,startpoint_type,"flop",
power,power.density,329.7,nW/µm²
worst_setup_path,critPathTopFamily,"flip-flops",
synthesis,top_area_cell,"edfxtp_1",
min_path,hold_start,"Loop[0].alu1.i[4]$_DFFE_PP_",
flow_run,tool_warnings,32,
cts,post_cts_resized,0,
worst_setup_path,crit_top_cell,"o21a_1",
drt,drt_wl_total,6170,µm
synthesis,synthDominantCellAreaShare,64.63,%
floorplan,initCoreUtil,51.79,%
synthesis,ys_ff,103,
drt,ant_nets,0,
synthesis,ff_type,"edfxtp_1",
sta,finalClockPeriodUsage,61.02,%
cts,clock_sinks,103,
sta,tightest_slew,0.5990,ns
synthesis,yosys_cells,375,
min_path,hold_path.class,"reg2reg",
synthesis,ys_warn_count,1462,
min_path,min_path_cells,0,
finish,post-route-util,57.98,%
synthesis,netlist_area,4786,µm²
cts,clk_path_buf_depth,2,
floorplan,die_w,99.84,µm
floorplan,die_h,99.84,µm
sta,hold_slack,0.4237,ns
worst_setup_path,crit_type,"reg2reg",
sta,worst_clock_skew,0.01365,ns
power,p_leak,1.987,nW
worst_setup_path,slowest_stage,"edfxtp_1",
cts,cts_tree,"yes",
synthesis,top_cells_by_area,"edfxtp_1, ha_1, buf_4, inv_1, xnor2_1",
finish,final_layout_top_logic_cell,"edfxtp_1",
drt,via_count,2520,
sta,setup_tns,0,ns
worst_setup_path,path_buffers,0,
drt,drtIter0Drc,82,
sta,rsz0062_at_grt,"no",
cts,cts_setup_buffers,0,
power,ir_drop,0.1553,mV
floorplan,io_pins,66,
placed_design,hpwl,4262,µm
cts,clk_pin_slew,0.10,ns
sta,drv_slew,0,
global_route,antenna_found_initial,0,
cts,clkLatencyLatePin,0.35,ns
synthesis,ys_async_sr_fraction,0,%
worst_setup_path,worstReg2RegEnd,"Loop[0].alu1.i[7]$_DFFE_PP_",
drt,drt-wirelength-per-cell,11.36,µm
sta,min_period,2.380,ns
floorplan,core,9240,µm²
cts,hold_buffers,0,
drt,diodes,0,
worst_setup_path,ff2ff_path_depth,8,
floorplan,core.rowCount,35,
sta,fmax,420.2,MHz
placed_design,place_area,5192,µm²
drt,dr.pass1.iters,4,
floorplan,die-area,9967,µm²
worst_setup_path,cp_slowest_stage_delay,0.62,ns
drt,viasPerCell,4.641,
global_route,grt_pass1_vias,2273,
finish,areaGrowthSynthToFinish,11.95,%
drt,remaining_drc_errors,0,
finish,fill_cells,742,
synthesis,edf_count,103,
worst_setup_path,rrSetupSlack,1.52,ns
synthesis,yosys_area,4786,µm²
worst_setup_path,crit_fanout,14,
worst_setup_path,reg2reg_from,"Loop[0].alu1.ps[2]$_SDFFCE_PN0P_",
worst_setup_path,cp.arrival,2.48,ns
worst_setup_path,cp-end-kind,"flop",
global_route,track_usage,13.86,%
global_route,grt_start_max_net_pins,20,
synthesis,synth_cell_types,43,
finish,lay_top_cells,"edfxtp_1, clkdlybuf4s50_1, inv_1",
global_route,gr-total-overflow,0,
synthesis,syn_inst,375,
cts,cts_root_buf,"clkbuf_8",
cts,ctsHtreeMaxLevel,3,
global_route,grt_pass1_wl,10270,µm
placed_design,place.gp.congestion,0.7915,
sta,hold_viol_final,0,
finish,final_area,5358,µm²
worst_setup_path,cp_data_required_time,4.00,ns
worst_setup_path,path_cells,"nor2b_4 > nand3_1 > mux2i_1 > ha_1 > o21a_1 > o21a_1 > nor2_1 > xnor2_1",
worst_setup_path,startpoint,"Loop[0].alu1.ps[2]$_SDFFCE_PN0P_",
sta,finalSetupViolations,0,
finish,drive_gt1_share,6.763,%
min_path,min_to,"Loop[0].alu1.result_i[4]$_DFFE_PN_",
synthesis,avgSynthCellArea,12.76,µm²
placed_design,io_buffers,44,
cell type report:
class	instances	area [µm²]	area share [%]
clock inverter	6	37.54	0.7006
clock buffer	10	127.6	2.382
tap	129	161.4	3.013
inverter	35	131.4	2.452
multi-input combinational	214	1351	25.22
sequential	103	3093	57.73
timing repair buffer	46	455.4	8.501
logic make-up after synthesis:
| group | Yosys count | share of synthesized area, % |
|---|---|---|
| compound gates | 48 | 6.144 |
| xor+xnor | 18 | 3.294 |
| fa+ha+maj | 19 | 4.967 |
| buf+inv | 77 | 8.732 |
| flops | 103 | 64.63 |
| mux | 3 | 0.6536 |
| other cells | 1 | 0.07836 |
| simple gates | 106 | 11.50 |
per-stage QoR:
stage                     setup WS (ns)  power, mW  instances
final                             1.520      1.766        543
after detailed placement          1.538      1.223        527
after global placement            1.555      1.223        527
after CTS                         1.512      1.789        543
after floorplan                   1.577      1.236        394
after global routing              1.326      1.834        543
synth_stat cells (3+ instances only):
cell and n:
edfxtp_1 103, inv_1 33, nand2_1 18, and3_1 3
nor2_1 30, o21ai_1 4, nand2b_1 16, xnor2_1 14
ha_1 19, nor2b_1 10, nand3_1 3, nor3_1 11
buf_4 28, a21oi_1 18, o22ai_1 3, xor2_1 4
o21ai_0 10, buf_2 13
per-layer routing:
metal	track usage, %	share of wire, %	up-vias
met5	0	0	-
met4	1.923	1.2	0
li1	-	-	1312
met1	25.82	51	1146
met2	19.73	43	56
met3	2.550	4.6	6
where the power goes:
part           leakage, nW  switching [mW]  internal (mW)  total [mW]
registers             1.20               0           1.20        1.20
logic                0.709        0.000436              0    0.000436
clock network       0.0797           0.340          0.229       0.569
total                 1.99           0.340           1.43        1.77
state kept, by name, summed over array words and instances, names as in the netlist:
| signal | count |
|---|---|
| Loop.alu1.d1 | 6 |
| Loop.alu1.i | 21 |
| Loop.alu1.result_i | 21 |
| Loop.alu1.ps | 12 |
| Loop.alu1.b1 | 5 |
| Loop.alu1.c1 | 5 |
| Loop.alu1.r | 15 |
| Loop.alu1.flag | 3 |
| Loop.alu1.result_r | 15 |
worst max-delay path by stage:
| stage | end | cells after the start |
|---|---|---|
| CTS | Loop[0].alu1.i[7]$_DFFE_PP_ | 8 |
| global route | Loop[0].alu1.i[5]$_DFFE_PP_ | 8 |
| finish | Loop[0].alu1.i[7]$_DFFE_PP_ | 8 |
Power is estimated from default activity; no workload was simulated.
