<file path="./config.mk">
export PLATFORM = sky130hd
export DESIGN_NAME = Stack
export DESIGN_NICKNAME = Stack
export VERILOG_FILES = /design/flow/design.v
export SDC_FILE = /design/flow/constraint.sdc
export NUM_CORES = 4
export LEC_CHECK = 1
export CORE_UTILIZATION = 30
</file>
<file path="./constraint.sdc">
current_design Stack

set clk_period 2.8
set clk_io_pct 0.2

create_clock -name clk0 -period $clk_period [get_ports {clk}]

set non_clock_inputs [all_inputs -no_clocks]
set_input_delay [expr $clk_period * $clk_io_pct] -clock clk0 $non_clock_inputs
set_output_delay [expr $clk_period * $clk_io_pct] -clock clk0 [all_outputs]
</file>
<file path="./design.v">
module Stack(
 clk,
 rstn,
 pop,
 push,
 empty,
 full,
 din,
 dout
    );
parameter WIDTH = 4;
parameter DEPTH = 8;
input clk,rstn,pop,push;
input [WIDTH-1:0]din;
output [WIDTH-1:0]dout;
output empty,full;
reg [WIDTH-1:0]stack[DEPTH-1:0]; 
reg [WIDTH-1:0]index, next_index; 
reg [WIDTH-1:0]dout, next_dout;
wire empty, full;
always @ (posedge clk) 
begin
  if(!rstn)
  begin
    dout  <= 8'd0;
    index <= 1'b0;
  end
  else
  begin
    dout  <= next_dout;
    index <= next_index;
  end
end
assign empty = (|index);
assign full  = !(|(index ^ DEPTH));
always @(*) 
begin
  if(push) 
  begin
  stack[index] <= din;
  next_index   <= index+1'b1;
  end
  else if(pop)  
  begin
  next_dout  <= stack[index-1'b1];
  next_index <= index-1'b1;
  end
  else
  begin
  next_dout  <= dout;
  next_index <= index;
  end
end
endmodule
</file>
<file path="./run.sh">
#!/bin/bash
# OpenROAD 26Q1-2900-gdf79404cd8, Yosys 0.63+post, stock flow scripts
make -C /OpenROAD-flow-scripts/flow DESIGN_CONFIG=/design/flow/config.mk WORK_HOME=/design/flow/orfs finish
</file>
==> flow_metrics.tcl <==
# metrics dict for downstream scripts
set metrics [dict create \
    outcome "finished, final reports clean" \
    r2r_slack_ns 1.33 \
    gr-total-overflow 0 \
    syn_to_final_growth_pct 15.5 \
    lay_top_count "dlxtn_1" \
    final-hold-violation-count 0 \
    warning_count 31 \
    first_pass_iters 4 \
    post-place-ws_ns 0.697 \
    crit_required_ns 2.24 \
    vias 937 \
    placed_cells 189 \
    cts-root-buf "clkbuf_8" \
    synth.logic.top_family "simple AND/OR/NAND/NOR gates" \
    hold_path_class "reg2reg" \
    grt_pass1_wl_um 4330 \
    slew_headroom 0.657 \
    r2r_end "index[3]" \
    ys_sh_adder 0.0758 \
    cts_tree "done" \
    clkSlewWorstSetupHoldPaths_ns 0.04 \
    cts_buffers 3 \
    setup_violations 0 \
    ys_area_um2 1320 \
    fin_cells 192 \
    io_pins 14 \
    mostFrequentLayoutCells "dlxtn_1 (36), nand2_1 (16), clkdlybuf4s50_1 (13)" \
    simple_gate_share 0.149 \
    power_density_nw_per_um2 364 \
    crit_path_max_fanout 12 \
    gp_congestion 0.932 \
    placed_cell_area_um2 1480 \
    crit_type "reg2out" \
    worstHoldPathCells 3 \
    tns_ns 0 \
    r2r_start "index[2]" \
    crit_arrival_ns 1.81 \
    avgSynthCellArea_um2 10.0 \
    drv_slew 0 \
    cp-start-kind "register" \
    cp-startpoint "index[0]" \
    vias_per_cell 4.88 \
    tightest_slew_ns 0.513 \
    grt_max_degree 18 \
    antenna_found_initial 0 \
    grtUsageTotal 0.129 \
    drv_cap 0 \
    io_buffer_count 13 \
    drcViolationCount 0 \
    finalPower_mw 0.554 \
    clock_path_buffers 2 \
    mux_share 0.0227 \
    fp.dieW_um 68.3 \
    worst_slack_ns 0.430 \
    post-route-min-period_ns 2.37 \
    fin_crit_sh 0.846 \
    diodes 0 \
    critPathCaptureType "primary output" \
    untimed_endpoints 36 \
    postCtsSetupRepairBufs 0 \
    post-route-util 0.370 \
    grt_pass1_vias 861 \
    fp_util 0.321 \
    xor_share 0.0408 \
    synth_cell_types 27 \
    syn_area_um2 1320 \
    yosys_warnings 2 \
    core_um2 4120 \
    hpwlAfterDp_um 1910 \
    ys_ff 44 \
    wl_per_cell_um 13.2 \
    peakVddDrop_uv 263 \
    cts_resized 0 \
    ys_sh_aoi 0.144 \
    finish.instance_area_um2 1520 \
    cp-endpoint "empty" \
    power.leakage_nw 0.670 \
    max_freq_mhz 422 \
    hold_slack_ns 0.651 \
    dieHeight_um 68.3 \
    syn_inst 132 \
    cts_hold_buf 0 \
    skew_ns 0.000188 \
    drt_iter0_drc 33 \
    rr_worst_depth 4 \
    ys_cells 132 \
    chip_area_um2 4670 \
    routed_wl_um 2540 \
    ant_nets 0 \
    drive_above_1_share 0.0493 \
    rows 23 \
    unclocked_pins 36 \
    rsz0062_at_grt "false" \
    clk_latency_ns 0.22 \
    h-tree-depth 1 \
]
## metal layers
layer	vias to the layer above	share of wire	global-route usage
li1	473	-	-
met1	442	0.50	0.206
met2	22	0.46	0.190
met3	0	0.044	0.0304
met4	0	0	0.00521
met5	-	0	0
## cell usage after synthesis, drive strengths merged
library cell | count | area share
xor2 | 1 | 0.021
dlxtn | 36 | 0.41
a222oi | 3 | 0.023
nor4 | 1 | 0.0095
xnor2 | 3 | 0.020
a2111oi | 1 | 0.021
buf | 2 | 0.011
mux2i | 3 | 0.023
a21oi | 3 | 0.011
o211a | 1 | 0.0076
o31ai | 2 | 0.015
nor3 | 1 | 0.0038
ha | 8 | 0.076
or3 | 1 | 0.0047
nand3 | 4 | 0.015
and2 | 6 | 0.028
inv | 5 | 0.014
a22oi | 7 | 0.040
a221oi | 4 | 0.027
dfxtp | 8 | 0.12
nand4 | 1 | 0.0047
nor2b | 3 | 0.014
nor2 | 8 | 0.023
clkbuf | 4 | 0.011
nand2 | 16 | 0.045
## sequential cells by signal, summed over array words and instances, names as in the netlist
register / count
stack: 32
dout: 4
next_dout: 4
index: 4
## logic make-up after synthesis
logic type                 count (synthesis)
adders and majority gates                  8
and+or+nand+nor                           41
xor gates and xnor gates                   4
buffers and inverters                     11
latches                                   36
muxes                                      3
DFF                                        8
AOI/OAI and AO/OA                         21
## critical path: stages (launching register included)
cell and delay [ns]:
dfxtp_1 0.45, inv_1 0.12, ha_1 0.39, nand3_1 0.16, clkdlybuf4s50_1 0.47
## layout make-up
cell class | instances | area (um^2)
clock buffer | 3 | 41.3
multi-input combinational | 77 | 571
timing repair buffer | 13 | 130
tap | 50 | 62.6
sequential | 44 | 701
inverter | 5 | 18.8
fill | 392 | 2590
## power breakdown
group          leakage (nW)  total [mW]  switching, mW  internal (mW)
logic                 0.290       0.220          0.118          0.102
clock network        0.0216       0.134         0.0413         0.0928
registers             0.359       0.200         0.0222          0.178
## how the worst min path moves through the flow
stage                 slack, ns  endpoint  startpoint
after CTS                  0.65  index[3]    index[3]
final                      0.65  index[3]    index[3]
after global routing       0.70  index[3]    index[3]
Power and IR drop assume default switching activity.
